--- run.sh ---
#!/bin/bash
# OpenROAD 26Q1-2900-gdf79404cd8, Yosys 0.63+post, stock flow scripts
make -C /OpenROAD-flow-scripts/flow DESIGN_CONFIG=/design/flow/config.mk WORK_HOME=/design/flow/orfs finish
--- config.mk ---
export PLATFORM = sky130hd
export DESIGN_NAME = parking_system
export DESIGN_NICKNAME = parking_system
export VERILOG_FILES = /design/flow/design.v
export SDC_FILE = /design/flow/constraint.sdc
export NUM_CORES = 4
export LEC_CHECK = 1
export CORE_UTILIZATION = 30
--- constraint.sdc ---
current_design parking_system

set clk_period 6.7
set clk_io_pct 0.2

create_clock -name clk0 -period $clk_period [get_ports {clk}]

set non_clock_inputs [all_inputs -no_clocks]
set_input_delay [expr $clk_period * $clk_io_pct] -clock clk0 $non_clock_inputs
set_output_delay [expr $clk_period * $clk_io_pct] -clock clk0 [all_outputs]
--- design.v ---
module parking_system( 
                input clk,reset_n,
 input sensor_entrance, sensor_exit, 
 input [1:0] password_1, password_2,
 output wire GREEN_LED,RED_LED,
 output reg [6:0] HEX_1, HEX_2
    );
 parameter IDLE = 3'b000, WAIT_PASSWORD = 3'b001, WRONG_PASS = 3'b010, RIGHT_PASS = 3'b011,STOP = 3'b100;
 reg[2:0] current_state, next_state;
 reg[31:0] counter_wait;
 reg red_tmp,green_tmp;
 always @(posedge clk or negedge reset_n)
 begin
 if(~reset_n) 
 current_state = IDLE;
 else
 current_state = next_state;
 end
 always @(posedge clk or negedge reset_n) 
 begin
 if(~reset_n) 
 counter_wait <= 0;
 else if(current_state==WAIT_PASSWORD)
 counter_wait <= counter_wait + 1;
 else 
 counter_wait <= 0;
 end
 always @(*)
 begin
 case(current_state)
 IDLE: begin
         if(sensor_entrance == 1)
 next_state = WAIT_PASSWORD;
 else
 next_state = IDLE;
 end
 WAIT_PASSWORD: begin
 if(counter_wait <= 3)
 next_state = WAIT_PASSWORD;
 else 
 begin
 if((password_1==2'b01)&&(password_2==2'b10))
 next_state = RIGHT_PASS;
 else
 next_state = WRONG_PASS;
 end
 end
 WRONG_PASS: begin
 if((password_1==2'b01)&&(password_2==2'b10))
 next_state = RIGHT_PASS;
 else
 next_state = WRONG_PASS;
 end
 RIGHT_PASS: begin
 if(sensor_entrance==1 && sensor_exit == 1)
 next_state = STOP;
 else if(sensor_exit == 1)
 next_state = IDLE;
 else
 next_state = RIGHT_PASS;
 end
 STOP: begin
 if((password_1==2'b01)&&(password_2==2'b10))
 next_state = RIGHT_PASS;
 else
 next_state = STOP;
 end
 default: next_state = IDLE;
 endcase
 end
 always @(posedge clk) begin 
 case(current_state)
 IDLE: begin
 green_tmp = 1'b0;
 red_tmp = 1'b0;
 HEX_1 = 7'b1111111;  
 HEX_2 = 7'b1111111;  
 end
 WAIT_PASSWORD: begin
 green_tmp = 1'b0;
 red_tmp = 1'b1;
 HEX_1 = 7'b000_0110;  
 HEX_2 = 7'b010_1011;  
 end
 WRONG_PASS: begin
 green_tmp = 1'b0;
 red_tmp = ~red_tmp;
 HEX_1 = 7'b000_0110;  
 HEX_2 = 7'b000_0110;  
 end
 RIGHT_PASS: begin
 green_tmp = ~green_tmp;
 red_tmp = 1'b0;
 HEX_1 = 7'b000_0010;  
 HEX_2 = 7'b100_0000;  
 end
 STOP: begin
 green_tmp = 1'b0;
 red_tmp = ~red_tmp;
 HEX_1 = 7'b001_0010;  
 HEX_2 = 7'b000_1100;  
 end
 endcase
 end
 assign RED_LED = red_tmp  ;
 assign GREEN_LED = green_tmp;
endmodule
==> impl_metrics.py <==
# Physical implementation metrics
metrics = {
    "setup_path": {
        "r2r.worst_path.cells": 4,
        "crit_path_max_fanout": 4,
        "worstReg2RegEnd": "counter_wait[31]",
        "slowest_delay_ns": 0.47,
        "cp.buffers_inverters": 1,
        "worst_path_slowest_cell": "clkdlybuf4s50_1",
        "rr_startpoint": "counter_wait[10]",
        "setup.reg_to_reg.worst_slack_ns": 4.44,
        "crit_required_ns": 5.36,
        "worst_path_top_cell_family_by_delay": "buffers and inverters",
        "worstSetupPathType": "flip-flop to primary output",
        "setup.worst_path.start_class": "flip-flop",
        "worst_setup_path_end_kind": "primary output",
        "worst_ep_arrival_time_ns": 1.16,
        "sequence_of_cells_on_the_critical_path": "clkdlybuf4s50_1",
        "start_point_of_the_critical_path": "HEX_1[5]",
    },
    "cts": {
        "number_of_h_tree_levels": 2,
        "cts.repair.resized": 0,
        "hold_buffers": 0,
        "ctsRootBufferMaster": "clkbuf_8",
        "tritoncts": "yes",
        "clkTransAtPathRegs_ns": 0.09,
        "cts-root-to-sink-buffers": 2,
        "tritoncts.num_buffers": 5,
        "post_cts_buffers": 0,
        "clk-insertion-delay-late_ns": 0.30,
        "cts.sinks": 48,
    },
    "final_timing": {
        "final.hold.worst_slack_ns": 0.490,
        "remaining_max_slew_budget_at_the_tightest_pin_pct": 54.0,
        "setup_viol": 0,
        "post-route-period-util_pct": 37.2,
        "report.final.hold_viol_count": 0,
        "rsz0062_at_grt": "no",
        "worst_pin_slew_ns": 0.683,
        "slew_violations": 0,
        "fin_worst_skew_ns": 0.00847,
        "max_clock_freq_mhz": 401,
        "setup-tns-final_ns": 0,
        "final.min_clock_period_ns": 2.50,
    },
    "floorplanning": {
        "floorplanUtilization_pct": 30.9,
        "pin_count": 24,
        "core_region_area_mm2": 0.00773,
        "chipHeight_um": 91.2,
        "die_x_um": 91.2,
        "placementRows": 32,
        "chipArea_mm2": 0.00831,
    },
    "routing": {
        "antenna_left": 0,
        "drt_wl_total_mm": 4.35,
        "diodes": 0,
        "detail_route.first_pass.iterations": 4,
        "via_per_inst": 5.13,
        "dr.first_iter.drc_count": 113,
        "drt-wirelength-per-cell_um": 12.3,
        "vias": 1815,
        "drc_errors": 0,
    },
    "run": {
        "warning_total_across_the_stage_logs": 25,
        "drv_cap": 0,
    },
    "grt": {
        "largest_net_degree_at_the_start_of_global_routing": 38,
        "combined_global_route_utilization_of_all_metal_layers_pct": 11.5,
        "vias_in_the_first_global_route": 1626,
        "peak_usage_layer_in_the_global_routing_report": "met2",
        "wire_length_of_the_first_global_routing_pass_mm": 7.70,
        "globalRoute.totalOverflow": 0,
        "grt_antenna_before_repair": 0,
        "global_route.usage.met1_pct": 17.6,
        "met2_resource_use_gr_pct": 18.4,
        "global_routing_met3_resource_utilization_pct": 1.87,
    },
    "logic_synthesis": {
        "yosys_cells": 236,
        "synth_sequential_area_ratio_pct": 52.7,
        "synth.ff_latch_count": 48,
        "synth.yosys.warnings": 1,
        "cell_count_after_synthesis": 236,
        "ys_chip_area_mm2": 0.00239,
        "mappedNetlistArea_mm2": 0.00239,
        "synthArstFlopShare_pct": 77.1,
        "post_synth_tally_of_flip_flops_with_integrated_enable": 11,
        "ff_type": "dfrtp_1",
        "synth_area_per_cell_um2": 10.1,
        "post_synth_num_cell_types": 40,
    },
    "placement": {
        "place_congestion": 0.768,
        "portBuffers": 22,
        "dp_hpwl_mm": 2.96,
    },
    "worst_hold_path": {
        "hold_class": "flip-flop to flip-flop",
        "min_to": "counter_wait[0]",
        "source_of_the_worst_hold_timing_path": "counter_wait[0]",
        "min_path_cells": 1,
    },
    "layout": {
        "final.fill_count": 758,
        "layout_top_cells_excl_fill_tap": "36 x dfrtp_1, 23 x a21oi_1, 21 x clkdlybuf4s50_1",
        "final_layout_size_suffix_gt1_share_pct": 8.73,
        "final_common_cell": "dfrtp_1",
        "combinational_gate_area_um2": 995,
        "area_growth_syn_to_layout_pct": 16.4,
        "finalCoreUtilization_pct": 35.9,
        "seqCellArea_mm2": 0.00126,
    },
    "power": {
        "p_per_area_mw_per_mm2": 302,
        "static-leakage-power_nw": 0.998,
        "ir_worst_vdd_uv": 142,
        "finalPower_uw": 840,
    },
    "outcome": {
        "outcome": "completed",
    },
}
## report_power, final
part	internal, mW	switching [mW]	leakage, nW	total [mW]
sequential	0.369	0.0308	0.613	0.400
clock	0.150	0.0974	0.0687	0.248
combinational	0.107	0.0851	0.316	0.192
## kinds of logic after synthesis
family                     after synthesis  share of synthesized area (%)
xor gates and xnor gates                 9                           3.30
adders and majority gates                1                          0.524
other                                    1                          0.157
AOI/OAI and AO/OA                       51                           12.6
and+or+nand+nor                        102                           25.1
DFF                                     48                           52.7
buffers and inverters                   24                           5.61
## area by class of cell
cell class | count | area share (%)
Clock buffer | 5 | 2.48
Multi-Input combinational cell | 164 | 35.8
Inverter | 8 | 1.08
Tap cell | 102 | 4.59
Sequential cell | 48 | 45.3
Timing Repair Buffer | 24 | 8.29
Clock inverter | 3 | 2.48
## per-layer routing
layer	share of wire [%]	wire, um	up-vias
met5	0	0	-
met4	1.1	46	0
met3	3.9	169	4
met2	47	2040	34
met1	48	2100	866
li1	-	-	911
## per-stage QoR
step,setup slack (ns),instances,cell area (um2)
5_1_grt,4.12,354,2780
2_1_floorplan,4.71,236,2390
4_1_cts,4.18,354,2780
3_5_place_dp,4.36,346,2640
6_report,4.20,354,2780
3_3_place_gp,4.37,346,2640
## how the worst max path moves through the flow
stage	slack (ns)	cells after the start	to
6_report	4.20	1	HEX_1[5]
5_1_grt	4.12	1	HEX_1[0]
4_1_cts	4.18	1	HEX_1[5]
## worst reg2reg max path: cells and delay by family (launching register included)
kind            cells  cell delay [ns]
compound gates      1             0.15
flops               1             0.47
simple gates        3             1.57
## cells in the mapped netlist, types with 2 or more instances
library cell	instances	area, um2
a21oi_1	23	115
buf_2	2	10.0
buf_4	5	37.5
buf_6	3	33.8
clkbuf_1	5	18.8
dfrtp_1	36	901
edfxtp_1	11	330
inv_1	8	30.0
nand2_1	16	60.1
nand3_1	11	55.1
nand4_1	5	31.3
nand4_2	2	25.0
nor2_1	16	60.1
nor3_1	3	15.0
nor4_1	12	75.1
o21ai_0	11	55.1
o31ai_1	14	105
or2_2	3	18.8
or3_1	10	62.6
or4_1	13	97.6
xnor2_1	7	61.3
xor2_1	2	17.5
## state kept, by name, summed over array words and instances (netlist names)
name / cells
HEX_1: 3
HEX_2: 6
counter_wait: 32
current_state: 5
green_tmp: 1
red_tmp: 1
Power and IR drop assume default switching activity.
